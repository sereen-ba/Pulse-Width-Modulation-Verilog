`design/flow/run.sh`:
```
#!/bin/bash
# OpenROAD 26Q1-2900-gdf79404cd8, Yosys 0.63+post, stock flow scripts
make -C /OpenROAD-flow-scripts/flow DESIGN_CONFIG=/design/flow/config.mk WORK_HOME=/design/flow/orfs finish
```
`design/flow/config.mk`:
```
export PLATFORM = sky130hd
export DESIGN_NAME = Counter
export DESIGN_NICKNAME = Counter
export VERILOG_FILES = /design/flow/design.v
export SDC_FILE = /design/flow/constraint.sdc
export NUM_CORES = 4
export LEC_CHECK = 1
export CORE_AREA = 10 10 86 86
export DIE_AREA = 0 0 96 96
```
`design/flow/constraint.sdc`:
```
current_design Counter

set clk_period 3.7
set clk_io_pct 0.2

create_clock -name clk0 -period $clk_period [get_ports {clk}]

set non_clock_inputs [all_inputs -no_clocks]
set_input_delay [expr $clk_period * $clk_io_pct] -clock clk0 $non_clock_inputs
set_output_delay [expr $clk_period * $clk_io_pct] -clock clk0 [all_outputs]
```
`design/flow/design.v`:
```
module Counter#(parameter W=16)(
input enable,
input load,
input reset,
input clk,
input [W-1:0] COMP0,
output  reg [W-1:0] CNT
);
reg [W-1:0] val=0;
always @(posedge clk,posedge reset,posedge load) begin
	if(reset) 
		CNT<=0; 
	else begin 
		if(load)  
			CNT<=COMP0; 
		else if(enable) 
			CNT<=CNT-1; 
	end
end
endmodule 
```
==> run_results.csv <==
group,metric,value,unit
run_status,status,"complete, no violations",
final_timing,min_period,2.28,ns
critical_path,r2r-start,"CNT[4]",
min_path,whs_path_depth,1,
layout,final_common_cell,"clkdlybuf4s50_1",
detailed_routing,wire_per_inst,13.6,um
detailed_routing,first_pass_iters,4,
layout,reg_top3,"CNT x16",
critical_path,worstPathArrival,1.54,ns
critical_path,reg2reg_depth,3,
logic_synthesis,synth_flops,16,
min_path,holdCritPathClass,"flip-flop to flip-flop",
detailed_routing,dr_total_vias,945,
floorplanning,die_x,96,um
final_timing,setup_tns,0,ns
min_path,min_from,"CNT[0]",
detailed_routing,insertedDiodeCount,0,
clocking,numCtsBuffers,3,
detailed_routing,drtIter0Drc,36,
final_timing,drv_slew,0,
logic_synthesis,yosysCellCount,116,
placement,dp_slack,1.45,ns
logic_synthesis,yosys.area_share.simple,24.5,%
floorplanning,initial_core_util,20.0,%
floorplanning,core_area,0.00554,mm^2
detailed_routing,drc,0,
logic_synthesis,avgSynthCellArea,9.57,um^2
flow_run,warnings,39,
clocking,clock-sinks,16,
clocking,cts_hold_buf,0,
grt,antenna_found_initial,0,
final_timing,fin_hold_ws,0.624,ns
min_path,holdPathEnd,"CNT[0]",
detailed_routing,wl,3.02,mm
layout,drive_gt1_share,8.00,%
critical_path,reg2reg_to,"CNT[13]",
flow_run,drv_cap,0,
critical_path,required,2.96,ns
critical_path,cp_slowest_cell,"dfbbp_1",
logic_synthesis,top_area_share,46.9,%
detailed_routing,drtAntennaViolNets,0,
final_timing,rsz0062_at_grt,"false",
layout,syn2layout_area_growth,43.0,%
logic_synthesis,synth.logic.top_family,"simple AND/OR/NAND/NOR gates",
layout,layout_top_cells,"clkdlybuf4s50_1 (35), nand2_1 (21), a21oi_1 (17), dfbbp_1 (16), inv_1 (16)",
clocking,clock_latency,0.25,ns
logic_synthesis,top_area_cell,"dfbbp_1",
layout,finish.utilization,28.6,%
grt,grt_start_max_net_pins,18,
placement,io_buffers,35,
logic_synthesis,yosysUniqueCellTypes,23,
critical_path,crit_path_max_incr_delay,0.74,ns
final_timing,maxSlewHeadroom,58.2,%
layout,largest_register,"CNT",
logic_synthesis,synthMuxAreaShare,1.01,%
logic_synthesis,synthXorXnorAreaFrac,11.0,%
grt,grt_overflow,0,
clocking,tritoncts,"done",
power,p_per_area,596,mW/mm^2
logic_synthesis,syn-cell-area,0.00111,mm^2
critical_path,cp_max_fo,6,
clocking,clk_pin_slew,0.06,ns
critical_path,path_class,"flip-flop to primary output",
final_timing,skew,0.000664,ns
power,irDropWorstVdd,0.000222,V
critical_path,start_kind,"flip-flop",
clocking,cts_buffer_depth,2,
clocking,h-tree-depth,1,
final_timing,worst_slack,1.42,ns
final_timing,max_freq,0.439,GHz
logic_synthesis,synthCells,116,
final_timing,fin_crit_sh,61.5,%
logic_synthesis,top_cells_by_area,"dfbbp_1 (47%), xnor2_1 (9.5%), a21oi_1 (7.7%)",
logic_synthesis,yosys_area,0.00111,mm^2
grt,grt_pass1_vias,984,
grt,grt_pass1_wl,4.95,mm
floorplanning,ioPinCount,36,
final_timing,final-hold-violation-count,0,
placement,place.gp.congestion,0.825,
floorplanning,rows,27,
critical_path,cp_num_buf_inv,1,
final_timing,setup_viol,0,
placement,hpwl,2.39,mm
floorplanning,die_h,96,um
final_timing,tightest_slew,0.625,ns
logic_synthesis,ys_warn_count,2,
clocking,cts_resized,0,
critical_path,path_delay_family,"flip-flops",
detailed_routing,post_drt_via_cell_ratio,4.26,
logic_synthesis,ys_seq_share,46.9,%
clocking,cts_setup_buffers,0,
critical_path,critical_path.cell_chain,"clkdlybuf4s50_1",
power,p_leak,0.603,nW
logic_synthesis,yosys.area_share.adder,1.13,%
critical_path,endpoint_kind,"primary output",
floorplanning,dieArea,0.00922,mm^2
critical_path,ff2ff_setup_slack,2.19,ns
layout,largest_register_ff_count,16,
grt,track_usage,6.82,%
logic_synthesis,compound_area_share,7.67,%
clocking,cts_root_buffer,"clkbuf_8",
[synth_stat cells (all sizes together)]
| cell type | instances |
|---|---|
| a21oi | 17 |
| and4bb | 1 |
| buf | 3 |
| clkbuf | 3 |
| dfbbp | 16 |
| ha | 1 |
| inv | 16 |
| mux2 | 1 |
| nand2 | 21 |
| nand3 | 2 |
| nand4 | 4 |
| nand4b | 1 |
| nor2 | 6 |
| nor2b | 1 |
| nor3 | 2 |
| nor3b | 1 |
| nor4 | 4 |
| nor4b | 2 |
| xnor2 | 12 |
| xor2 | 2 |
[cells by family after synthesis]
family | after synthesis
xor gates and xnor gates | 14
muxes | 1
DFF | 16
AOI/OAI and AO/OA | 17
adders and majority gates | 1
buffers and inverters | 22
and+or+nand+nor | 45
[per-stage QoR]
| step | std cells | power (mW) | area, um^2 |
|---|---|---|---|
| 2_1_floorplan | 116 | 0.531 | 1110 |
| 3_3_place_gp | 218 | 0.797 | 1530 |
| 3_5_place_dp | 218 | 0.799 | 1530 |
| 4_1_cts | 222 | 0.960 | 1590 |
| 5_1_grt | 222 | 1.03 | 1590 |
| 6_report | 222 | 0.946 | 1590 |
[per-layer routing]
| metal | track usage, % | part of all wire (%) | vias to the layer above |
|---|---|---|---|
| met5 | 0 | 0 | - |
| met4 | 0.737 | 0.66 | 0 |
| met3 | 2.59 | 7.9 | 2 |
| met2 | 10.1 | 43 | 37 |
| met1 | 9.56 | 48 | 441 |
| li1 | - | - | 465 |
[how the worst max path moves through the flow]
stage,startpoint,end,depth (start not counted)
finish,CNT[4],CNT[4],1
global route,CNT[4],CNT[4],1
CTS,CNT[4],CNT[4],1
[power by group]
group          internal (mW)  total (mW)  switching, mW
registers              0.281       0.441          0.159
logic                  0.248       0.349          0.101
clock network         0.0944       0.156         0.0616
[final cells by class]
type                            count  area, um^2
Multi-Input combinational cell     78         503
Sequential cell                    16         520
Clock buffer                        4        55.1
Timing Repair Buffer               36         358
Fill cell                         613        3950
Inverter                           16        60.1
Tap cell                           72        90.1
Power is estimated from default activity; no workload was simulated.
