--- design.v ---
module COMP1#(parameter w=16)(
input [w-1:0] registor,
input [w-1:0] CNT,
output reg PWMsig
);
always @(*)
if (CNT<=registor)
PWMsig<=1;
else 
PWMsig<=0;
endmodule 
--- run.sh ---
#!/bin/bash
# OpenROAD 26Q1-2900-gdf79404cd8, Yosys 0.63+post, stock flow scripts
make -C /OpenROAD-flow-scripts/flow DESIGN_CONFIG=/design/flow/config.mk WORK_HOME=/design/flow/orfs finish
--- config.mk ---
export PLATFORM = sky130hd
export DESIGN_NAME = COMP1
export DESIGN_NICKNAME = COMP1
export VERILOG_FILES = /design/flow/design.v
export SDC_FILE = /design/flow/constraint.sdc
export NUM_CORES = 4
export LEC_CHECK = 1
export CORE_AREA = 10 10 70 70
export DIE_AREA = 0 0 80 80
--- constraint.sdc ---
current_design COMP1

set clk_period 3.1
set clk_io_pct 0.2

create_clock -name clk0 -period $clk_period

set non_clock_inputs [all_inputs -no_clocks]
set_input_delay [expr $clk_period * $clk_io_pct] -clock clk0 $non_clock_inputs
set_output_delay [expr $clk_period * $clk_io_pct] -clock clk0 [all_outputs]
==> flow_summary.ini <==
; implementation run metrics
[layout]
area_growth_pct = 118.6
n_sequential_cell = 0
nClkBuffers = 0
area.combinational_um2 = 396.6
fin_area_um2 = 897.1
fillers = 363
drive_gt1_share_pct = 16.67
lay_top_cells = clkdlybuf4s50_1, inv_1, ha_1, buf_4, a21oi_1
layout_top_cell = clkdlybuf4s50_1
regArea_um2 = 0

[global_routing]
grt_max_degree = 4
gr-usage-met1_pct = 5.076
busiest_layer = met2
grt_pass1_wl_um = 2001
grt_use_total_pct = 3.579
gr-total-overflow = 0
grt_pass1_vias = 509
grtUsageMet2_pct = 5.457
antenna_found_initial = 0
grt_use_met3_pct = 1.136

[final_timing]
fin_crit_sh_pct = 95.89
holdWs_ps = 1831
rsz0062_at_grt = false
hold_viol = 0
max_clock_freq_mhz = 336.4
finalCriticalPeriod_ps = 2973
maxSlewHeadroom_pct = 85.26
finalSetupViolCount = 0
tightest_slew_ps = 219.4
report.final.slew_viol_count = 0

[power_and_ir_drop]
p_comb_share_pct = 100.0
power_density_mw_per_mm2 = 113.3
p_total_w = 0.0001016
leakagePower_nw = 0.4399
p_clk_share_pct = 0
intPower_w = 0.00006729
vdd_drop_max_v = 0.00003894
swShare_pct = 33.77
seqPwrFrac_pct = 0
power.switching_w = 0.00003432

[floorplan]
io_pins = 33
dieHeight_um = 80
die_area_mm2 = 0.006400
core_area_mm2 = 0.003416
dieWidth_um = 80
rows = 21
fp_util_pct = 12.01

[synthesis]
synth_stat.cells = 56
synth-warning-count = 1
synthTopCellsByArea = ha_1, inv_1, a21oi_1
fa_ha_area_share_pct = 48.78
synth_compound_gate_area_share_pct = 19.82
simple_gate_share_pct = 16.77
xor_area_share_pct = 0
ys_sh_mux_pct = 0
ys_top_logic_family = adder cells
yosysUniqueCellTypes = 15
top_area_share_pct = 48.78
synth_cells = 56
ys_seq_share_pct = 0
avgSynthCellArea_um2 = 7.328
synthesis.area_um2 = 410.4
yosys.area.top_type = ha_1
ys_area_um2 = 410.4

[min_path]
min_path_cells = 6
worstHoldEndpoint = PWMsig
hold_path_class = primary input to output port
worstHoldStart = registor[15]

[detailed_routing]
drtPass1Iterations = 1
routedWlPerCell_um = 8.683
drt-initial-drc-count = 0
routed_via_density = 3.465
final_antenna_net_count = 0
drc = 0
vias = 492
wl_um = 1233
n_antenna_cell = 0

[placed_design]
place_area_um2 = 835.8
portBuffers = 33
place.gp.congestion = 0.7801
hpwl_um = 1177

[critical_path]
crit_cells = 8
end_kind = output port
crit_slowest_cell = clkdlybuf4s50_1
path_class = primary input to output port
slowest_delay_ps = 460
crit_family = buffers and inverters
worstSetupStartpointType = primary input
cp.required_ps = 2480
crit_buf_inv = 3
crit_fanout = 2
path_cells = clkdlybuf4s50_1 > inv_1 > ha_1 > nand4_1 > nor2_1 > a221o_1 > o31ai_2 > clkbuf_2
worstPathArrival_ps = 2350

[run]
cap_violations = 0
warnings = 32

[status]
status = complete, no violations
==> metrics by stage <==
stage	worst slack [ps]	std cells	setup TNS [ps]	utilization (%)
final	127.4	142	0	26.26
after global routing	0.8653	142	0	26.26
after CTS	3.495	142	0	25.49
after detailed placement	-283.9	140	-283.9	24.47
after global placement	-270.9	140	-270.9	24.47
after floorplan	808.1	56	0	-
==> synthesized netlist by cell type <==
library cell and n:
nor2b_1 1, o21ai_0 2, nand3_1 2, nand2_1 3, ha_1 16, nor4_2 1, inv_1 16, o31ai_2 1
a21boi_2 1, and2_1 1, a21oi_1 6, nand4_1 3, a21o_1 1, nor2_1 1, a221o_1 1
==> worst max path at each step <==
| stage | slack [ps] | start | end |
|---|---|---|---|
| CTS | 3 | registor[9] | PWMsig |
| global route | 0.9 | registor[13] | PWMsig |
| finish | 130 | registor[9] | PWMsig |
==> cell families (layout without fill, tap and decap cells) <==
| family | Yosys count | count (layout) |
|---|---|---|
| AOI/OAI and AO/OA | 12 | 12 |
| adders and majority gates | 16 | 16 |
| buffers and inverters | 16 | 56 |
| and+or+nand+nor | 12 | 12 |
==> metal layers <==
layer | wire [µm] | share of wire, %
met5 | 0 | 0
met4 | 0 | 0
met3 | 106 | 8.6
met2 | 506 | 41
met1 | 620 | 50
==> tightest hold or removal path: cells and delay by family <==
kind	cells	cell delay [ps]
buffers and inverters	3	300
adder cells (fa/ha/maj)	1	110
AND-OR/OR-AND	2	180
==> what timing repair did <==
action | in CTS | in global routing
buffers inserted | 2 | 0
setup endpoints to repair | 1 | 1
pin swaps | 3 | 3
resized | 3 | 8
hold buffers | 0 | 0
==> power by group through the flow <==
| stage | clock network [W] | logic (W) | registers [W] |
|---|---|---|---|
| final | 0 | 0.000102 | 0 |
| after CTS | 0 | 0.000101 | 0 |
| after global routing | 0 | 0.000115 | 0 |
==> final cells by class <==
cell class                 instances  share of cell area [%]
multi-input combinational         40                   44.21
timing repair buffer              40                   42.68
inverter                          16                   6.695
tap                               46                   6.416
Power figures rest on the tool's default switching activity, not on a simulated workload.
