### flow/design.v
module Registor #(parameter w=16)(
	input write,
	input reset,
	input clk,
	input [w-1:0] In,
	output [w-1:0] Out
);
reg [w-1:0] regis;
always @(posedge clk, posedge reset)
begin 
	if (reset)
		regis<=0;
	else if (write)
		regis<=In;
end
assign Out= regis;
endmodule 
### flow/run.sh
#!/bin/bash
# OpenROAD 26Q1-2900-gdf79404cd8, Yosys 0.63+post, stock flow scripts
make -C /OpenROAD-flow-scripts/flow DESIGN_CONFIG=/design/flow/config.mk WORK_HOME=/design/flow/orfs finish
### flow/config.mk
export PLATFORM = sky130hd
export DESIGN_NAME = Registor
export DESIGN_NICKNAME = Registor
export VERILOG_FILES = /design/flow/design.v
export SDC_FILE = /design/flow/constraint.sdc
export NUM_CORES = 4
export LEC_CHECK = 1
export CORE_AREA = 10 10 72 72
export DIE_AREA = 0 0 82 82
### flow/constraint.sdc
current_design Registor

set clk_period 1.1
set clk_io_pct 0.2

create_clock -name clk0 -period $clk_period [get_ports {clk}]

set non_clock_inputs [all_inputs -no_clocks]
set_input_delay [expr $clk_period * $clk_io_pct] -clock clk0 $non_clock_inputs
set_output_delay [expr $clk_period * $clk_io_pct] -clock clk0 [all_outputs]
==> flow_summary_export.csv <==
group,metric,value,unit
global_route,grt_overflow,0,
layout,final.fill_count,374,
clocking,cts_buffers,3,
floorplanning,die_x,82,um
critical_path,path_buffers,1,
layout,largest_reg_flops,16,
drt,postRouteAntennaNets,0,
sta,skew,0,ns
placed_design,numPortBuffers,34,
global_route,use_met1,0.0620,
drt,vias,465,
critical_path,crit_arrival,0.86,ns
floorplanning,fp_util,0.177,
logic_synthesis,synth_cell_types,6,
clocking,postCtsHoldBufs,0,
sta,hold_violations,0,
global_route,grtUsageMet2,0.0705,
critical_path,critPathMaxFanout,2,
drt,finalWirelength,1.66,mm
layout,regMostFlops,"regis",
floorplanning,num_rows,22,
drt,drtPass1Iterations,2,
global_route,grt_use_total,0.0488,
global_route,busiest_layer,"met2",
clocking,clk_latency,0.24,ns
floorplanning,core,3690,um2
layout,drive_gt1_frac,0.400,
logic_synthesis,postSynthSeqShare,0.613,
global_route,grt_pass1_wl,2.55,mm
clocking,numClockSinks,16,
floorplanning,die_y,82,um
sta,fmax,0.928,GHz
logic_synthesis,synth_cells,35,
pwr,power_density,1200,nW/um2
pwr,ir_drop,506,uV
sta,final.setup.tns,0,ns
critical_path,startpoint_type,"flop",
layout,syn_to_final_growth,82.0,%
critical_path,slowest_stage,"dfrtp_1",
critical_path,cp.required,0.88,ns
drt,drt_iter0_drc,2,
layout,logic_area,218,um2
pwr,p_total,1.43,mW
sta,slew-limit-headroom,0.861,
clocking,cts_tree,"built",
clocking,htreeDepth,1,
layout,stdcell_area,1190,um2
floorplanning,pin_count,35,
critical_path,path_delay_family,"flip-flops",
logic_synthesis,synth_warnings,1,
drt,wl_per_cell,12.5,um
critical_path,endpoint_kind,"primary output",
layout,regArea,400,um2
floorplanning,chipArea,6720,um2
global_route,grt_pass1_vias,538,
pwr,p_leak,0.544,nW
critical_path,slowest_delay,0.38,ns
clocking,clk_path_buf_depth,2,
status,outcome,"completed",
logic_synthesis,ys_cells,35,
drt,drc_errors,0,
sta,maxSlewViolCount,0,
run,warning_count,25,
critical_path,path_class,"flop to primary output",
sta,tightest_slew,0.208,ns
sta,final-setup-viol-count,0,
logic_synthesis,syn_area_per_cell,18.7,um2
drt,viasPerCell,3.50,
global_route,met3_usage,0.0341,
drt,n_antenna_cell,0,
sta,fin_crit_sh,0.979,
critical_path,rrSetupSlack,0.10,ns
sta,finalWorstPathRequiredPeriod,1.08,ns
global_route,grt_max_degree,17,
global_route,antenna_found_initial,0,
critical_path,worstPathCellList,"dlygate4sd2_1",
layout,reg_top3,"regis (16)",
run,cap_violations,0,
placed_design,gp_congestion,0.737,
placed_design,placed_cell_area,1060,um2
logic_synthesis,numSynthFlops,16,
clocking,cts_root_buf,"clkbuf_8",
clocking,clk_pin_slew,0.06,ns
logic_synthesis,synth_area,653,um2
min_path,hp-class,"input pin to async pin",
logic_synthesis,ys_area,653,um2
final timing paths:
kind	from	cells past startpoint	to
worst max register to register	regis[12]	3	regis[12]
min in group clk0	regis[15]	1	regis[15]
worst min-delay path	reset	3	regis[9]
worst max-delay path	regis[12]	1	Out[12]
max in group asynchronous	reset	3	regis[13]
worst min register to register	regis[15]	1	regis[15]
cells by family (layout without fill, tap and decap cells):
| family | Yosys count | count (layout) | share of synthesized area |
|---|---|---|---|
| muxes | 16 | 16 | 0.333 |
| DFF | 16 | 16 | 0.613 |
| buffers and inverters | 3 | 53 | 0.0536 |
cells in the final DEF (no fill, tap or decap):
cell type         n
mux2_4           10
buf_12            1
dlygate4sd2_1     3
inv_1             1
buf_6             1
clkbuf_8          3
buf_4            13
clkdlybuf4s15_1  14
clkdlybuf4s50_1  17
dfrtp_1          16
mux2_2            6
metal layers:
metal,up-vias,part of all wire
li1,224,-
met1,214,0.42
met2,27,0.42
met3,0,0.16
met4,0,0
met5,-,0
metrics by stage:
step           utilization  hold WS [ns]  instances  worst slack (ns)
2_1_floorplan            -         0.134         35             0.218
3_3_place_gp         0.287         0.491        118            -0.266
3_5_place_dp         0.287         0.492        118            -0.300
4_1_cts              0.308         0.287        128           0.00618
5_1_grt              0.322         0.318        133          -0.00844
6_report             0.322         0.284        133            0.0226
Yosys cell counts:
library cell,number,share of area
mux2_4,10,0.23
buf_6,1,0.017
buf_12,1,0.031
mux2_2,6,0.10
inv_1,1,0.0057
dfrtp_1,16,0.61
layout make-up:
cell class                      count  area share
Clock buffer                        3      0.0347
Multi-Input combinational cell     16       0.183
Inverter                            1     0.00316
Sequential cell                    16       0.337
Timing Repair Buffer               49       0.392
Tap cell                           48      0.0505
what timing repair did:
action,CTS,global route
endpoints found under the setup margin,23,15
gates resized,19,13
buffers inserted,7,5
report_power, final:
part | internal (mW) | switching [mW]
clock | 0.242 | 0.173
combinational | 0.257 | 0.0755
sequential | 0.648 | 0.0296
total | 1.15 | 0.279
No activity file was given, so power comes from the tool's default toggle rates.
